### ./config.mk
export PLATFORM = sky130hd
export DESIGN_NAME = clocken
export DESIGN_NICKNAME = clocken
export VERILOG_FILES = /design/flow/design.v
export SDC_FILE = /design/flow/constraint.sdc
export NUM_CORES = 4
export LEC_CHECK = 1
export CORE_AREA = 10 10 76 76
export DIE_AREA = 0 0 86 86
### ./constraint.sdc
current_design clocken

set clk_period 2.4
set clk_io_pct 0.2

create_clock -name clk0 -period $clk_period [get_ports {sysclk}]

set non_clock_inputs [all_inputs -no_clocks]
set_input_delay [expr $clk_period * $clk_io_pct] -clock clk0 $non_clock_inputs
set_output_delay [expr $clk_period * $clk_io_pct] -clock clk0 [all_outputs]
### ./design.v
module clocken
#(parameter DIVISOR = 50000)
(
  input wire sysclk,
  output reg clken,   
  output reg clken2,  
  output reg slowclk
);
localparam COUNTER_BITS = $clog2(DIVISOR);
reg [COUNTER_BITS - 1 : 0] count;
initial
begin
  count = 0;
end
always @(posedge sysclk) begin
  if (count == DIVISOR-1) begin
    count <= 0;
    clken <= 1;
    slowclk <= 1;
  end else if (count == (DIVISOR/2)-1) begin
    slowclk <= 0; 
    clken2 <= 1;
    count <= count+1;
  end else
  begin
    count <= count+1;
    clken <= 0;
    clken2 <= 0;
  end
end
endmodule
### ./run.sh
#!/bin/bash
# OpenROAD 26Q1-2900-gdf79404cd8, Yosys 0.63+post, stock flow scripts
make -C /OpenROAD-flow-scripts/flow DESIGN_CONFIG=/design/flow/config.mk WORK_HOME=/design/flow/orfs finish
==> impl_metrics.sql <==
-- physical implementation figures
INSERT INTO impl_metrics (metric_group, metric, value, unit) VALUES
('timing', 'ratio_of_final_minimum_period_to_clock_period', '70.89', '%'),
('status', 'outcome', 'finished clean', ''),
('routing', 'detail_route.iter0.violations', '71', ''),
('yosys', 'most_used_flip_flop_cell', 'sky130_fd_sc_hd__dfxtp_1', ''),
('yosys', 'share_of_the_synthesized_area_in_the_top_cell_type', '43.05', '%'),
('routing', 'drt_drc_violations_left', '0', ''),
('yosys', 'synthesis.area', '837.1', 'sq um'),
('yosys', 'yosys.cell_types.count', '30', ''),
('yosys', 'ys_chip_area', '837.1', 'sq um'),
('yosys', 'postSynthCellCount', '83', ''),
('setup_path', 'regToRegSetupSlack', '0.70', 'ns'),
('place', 'gp_routability_congestion', '0.7941', ''),
('setup_path', 'worstPathRequired', '2.41', 'ns'),
('timing', 'unrepaired_setup_endpoints_after_global_routing', 'false', ''),
('floorplanning', 'design.portCount', '4', ''),
('setup_path', 'crit-reg2reg-launch', 'count[9]', ''),
('setup_path', 'critical_path_peak_fanout', '11', ''),
('routing', 'met2_length', '582', 'um'),
('clocking', 'cts-root-to-sink-buffers', '2', ''),
('setup_path', 'worstSetupStartpointType', 'register', ''),
('yosys', 'synth.top_cells.by_area', 'sky130_fd_sc_hd__dfxtp_1 (43%), sky130_fd_sc_hd__xnor2_1 (8.4%), sky130_fd_sc_hd__xor2_1 (5.2%)', ''),
('clocking', 'clk_transition_reported_paths', '0.07', 'ns'),
('routing', 'dr.pass1.iters', '4', ''),
('yosys', 'ys.flops', '19', ''),
('global_route', 'antenna_found_initial', '0', ''),
('global_route', 'first_pass_grt_wire_length', '2435', 'um'),
('routing', 'avgViaCountPerCell', '4.203', ''),
('setup_path', 'setup.worst_path.end', 'clken2', ''),
('floorplanning', 'die_width', '86', 'um'),
('floorplanning', 'chipArea', '7396', 'sq um'),
('yosys', 'cell_total_in_the_yosys_stat_output', '83', ''),
('yosys', 'ys_async_sr_fraction', '0', '%'),
('setup_path', 'path_depth', '4', ''),
('routing', 'antenna_violating_nets_post_route', '0', ''),
('run', 'maxCapViolCount', '0', ''),
('place', 'placement.cell_area', '917.1', 'sq um'),
('timing', 'report.final.slew_viol_count', '0', ''),
('final_layout', 'ratio_of_cells_with_drive_above_1_in_the_final_layout', '17.05', '%'),
('timing', 'setup_violations', '0', ''),
('power', 'worst_ir_drop_vdd', '0.1743', 'mV'),
('clocking', 'post_cts_buffers', '0', ''),
('setup_path', 'crit_buf_inv', '1', ''),
('floorplanning', 'row_count', '23', ''),
('yosys', 'syn-mean-instance-area', '10.08', 'sq um'),
('setup_path', 'critical_path_arrival', '1.71', 'ns'),
('final_layout', 'final-seq-area', '390.4', 'sq um'),
('final_layout', 'layout_top_cell_excl_fill_tap', 'sky130_fd_sc_hd__dfxtp_1', ''),
('timing', 'worst-slew-pin-transition', '0.6343', 'ns'),
('routing', 'avgRoutedWirePerCell', '9.891', 'um'),
('routing', 'route.antenna.diode_count', '0', ''),
('floorplanning', 'initCoreUtil', '20.34', '%'),
('final_layout', 'most_frequently_placed_logic_cells_in_the_final_layout', 'sky130_fd_sc_hd__dfxtp_1 (18), sky130_fd_sc_hd__nor2_1 (10), sky130_fd_sc_hd__xnor2_1 (8), sky130_fd_sc_hd__nand3_1 (6), sky130_fd_sc_hd__xor2_1 (5)', ''),
('power', 'power_per_cell_area', '556.0', 'nW/um^2'),
('place', 'portBuffers', '3', ''),
('setup_path', 'cp-end-kind', 'register', ''),
('global_route', 'overflow', '0', ''),
('global_route', 'globalRouteTotalUtil', '3.810', '%'),
('setup_path', 'critPathLaunch', 'count[9]', ''),
('min_path', 'holdCritPathClass', 'reg -> reg', ''),
('timing', 'final.min_clock_period', '1.701', 'ns'),
('run', 'stage_log_warnings', '25', ''),
('setup_path', 'max_stage_delay', '0.55', 'ns'),
('clocking', 'ctsHtreeMaxLevel', '1', ''),
('yosys', 'enable_flop_cells', '1', ''),
('routing', 'detail_route.wirelength.met1', '669', 'um'),
('place', 'detailed_place_hpwl', '989.2', 'um'),
('routing', 'detailroute.wirelength.met3', '114', 'um'),
('final_layout', 'final_area', '963.4', 'sq um'),
('clocking', 'ctsHoldBuffers', '0', ''),
('clocking', 'cts-resized-gates', '0', ''),
('yosys', 'cell_accounting_for_the_most_synthesized_area', 'sky130_fd_sc_hd__dfxtp_1', '');
-- cell families (layout without fill, tap and decap cells) --
group                      Yosys count  count (layout)  share of synthesized area [%]
AOI/OAI and AO/OA                    4               4                          3.438
xor gates and xnor gates            13              13                          13.60
adders and majority gates            1               1                          1.495
and+or+nand+nor                     40              40                          31.54
DFF                                 19              19                          46.64
buffers and inverters                6              11                          3.288
-- area by class of cell --
| class | instances | share of cell area [%] |
|---|---|---|
| clock buffers | 3 | 4.286 |
| clock inverters | 1 | 0.5195 |
| inverters | 4 | 1.558 |
| multi-input cells | 58 | 43.51 |
| flip-flops and latches | 19 | 40.52 |
| well taps | 50 | 6.494 |
| repair buffers | 3 | 3.117 |
-- per-stage QoR --
stage | power (W) | hold WS, ns | instances | utilization [%] | setup WS [ns]
floorplan | 0.0003247 | 0.4030 | 83 | - | 1.048
global placement | 0.0003247 | 0.4458 | 134 | 22.29 | 0.7303
detailed placement | 0.0003247 | 0.4597 | 134 | 22.29 | 0.7217
CTS | 0.0005437 | 0.4752 | 138 | 23.41 | 0.7059
global route | 0.0005554 | 0.4956 | 138 | 23.41 | 0.6055
finish | 0.0005356 | 0.4717 | 138 | 23.41 | 0.6986
-- state kept, by name (all words and copies together), names as in the netlist --
register / count
clken2: 1
slowclk: 1
clken: 1
count: 16
-- cell usage after synthesis (all sizes together), types with 2 or more instances --
cell type	number
dfxtp	18
nor2	10
nand3	8
xnor2	8
nor3	5
xor2	5
inv	4
nand4	4
nand2	3
nor4	3
buf	2
-- routing by layer --
| layer | global-route usage, % | vias up |
|---|---|---|
| met1 | 5.098 | 270 |
| li1 | - | 297 |
| met2 | 5.747 | 13 |
| met3 | 1.811 | 0 |
| met4 | 0.1497 | 0 |
| met5 | 0 | - |
-- how the worst min path moves through the flow --
stage | from | slack (ns) | end | depth (start not counted)
after CTS | slowclk | 0.48 | slowclk | 2
after global routing | clken | 0.50 | clken | 1
final | slowclk | 0.47 | slowclk | 2
-- worst reg2reg max path, stage by stage (launching register included) --
cell	delay (ns)
sky130_fd_sc_hd__dfxtp_1	0.48
sky130_fd_sc_hd__and4b_1	0.28
sky130_fd_sc_hd__nand3_1	0.10
sky130_fd_sc_hd__nor3_2	0.55
sky130_fd_sc_hd__inv_2	0.06
-- power breakdown --
part	leakage (nW)	switching (W)	internal [W]
clock	0.0255	0.000103	0.000115
combinational	0.157	0	0
sequential	0.157	0	0.000317
total	0.339	0.000103	0.000433
Power and IR drop assume default switching activity.
