File: constraint.sdc
current_design debounce

set clk_period 1.5
set clk_io_pct 0.2

create_clock -name clk0 -period $clk_period [get_ports {clock}]

set non_clock_inputs [all_inputs -no_clocks]
set_input_delay [expr $clk_period * $clk_io_pct] -clock clk0 $non_clock_inputs
set_output_delay [expr $clk_period * $clk_io_pct] -clock clk0 [all_outputs]
File: run.sh
#!/bin/bash
# OpenROAD 26Q1-2900-gdf79404cd8, Yosys 0.63+post, stock flow scripts
make -C /OpenROAD-flow-scripts/flow DESIGN_CONFIG=/design/flow/config.mk WORK_HOME=/design/flow/orfs finish
File: config.mk
export PLATFORM = sky130hd
export DESIGN_NAME = debounce
export DESIGN_NICKNAME = debounce
export VERILOG_FILES = /design/flow/design.v
export SDC_FILE = /design/flow/constraint.sdc
export NUM_CORES = 4
export LEC_CHECK = 1
export CORE_AREA = 10 10 70 70
export DIE_AREA = 0 0 80 80
File: design.v
module debounce
#(
    parameter MAX_COUNT = 16
)
(
    input wire clock,  
    input wire clken,   
    input wire in,      
    output reg out,     
    output reg out_rise,
    output reg out_fall
);
localparam COUNTER_BITS = $clog2(MAX_COUNT);
reg [COUNTER_BITS - 1 : 0] counter;
initial begin
  counter = 0;
  out = 0;
  out_rise = 0;
  out_fall = 0;
end
always @(posedge clock)
begin
  out_rise <= 0;
  out_fall <= 0;
  if (clken) begin
    if (counter == MAX_COUNT - 1) begin
      out <= in;
      counter <= 0;
      if (in == 1)
        out_rise <= 1;
      else
        out_fall <= 1;
    end else if (in != out) begin
      counter <= counter + 1;  
    end
  end
end
endmodule
==> job_summary.md <==
## Synthesis and layout report

| Metric | Value |
|---|---|
| Worst Min Path Start | counter[3] |
| Vias per cell | 2.42 |
| Status | finished, final reports clean |
| RSZ-0062 raised after global routing | false |
| Worst-path clk slew | 50 ps |
| WP buf/inv | 0 |
| Post-DP HPWL | 339 µm |
| Die height | 80 µm |
| Max-slew violation count | 0 |
| CP Capture Type | flip-flop |
| Initial antenna violation count | 0 |
| Die Area | 6400 µm² |
| CP arrival | 1390 ps |
| DR vias | 184 |
| Number of buffers created by CTS | 3 |
| ANT cells | 0 |
| GPL Wtd Cong | 0.708 |
| Switching share of power | 19.9% |
| Gate power share | 7.3% |
| Relative slew slack | 87.9% |
| Post-CTS resize count | 0 |
| Final Hold Fails | 0 |
| Cycle use final | 93.5% |
| Tool warnings | 25 |
| Met2 Use GR | 1.77% |
| Antenna-violating nets left | 0 |
| # H-tree levels | 1 |
| Final setup viols | 0 |
| Final worst slack | 97.9 ps |
| Avg Inst Size Synth | 14.5 µm² |
| Warnings, synthesis | 1 |
| Internal power consumption | 0.000338 W |
| Placed Instances | 72 |
| Routed WL | 473 µm |
| Seq/Total Area, Yosys | 65.5% |
| Power density over the cells | 978 nW/µm² |
| Hold worst-path end | counter[3] |
| Pre-CTS WS | 13.0 ps |
| Worst Path Max Fanout | 6 |
| Clk pwr share | 39.5% |
| Vias in the first global route | 196 |
| Max stage delay cell, worst path | edfxtp_1 |
| WS Path Type | flip-flop to flip-flop |
| Clock Path Buffers | 2 |
| CTS Root Cell | clkbuf_4 |
| Core area | 3420 µm² |
| CTS Hold Bufs | 0 |
| DRC viols | 0 |
| Worst Path Required | 1490 ps |
| Port Buffers | 5 |
| Switch Pwr | 0.0000839 W |
| Fp util | 8.50% |
| Peak Freq | 0.713 GHz |
| Most instantiated logic cells after routing | edfxtp_1 (5), clkdlybuf4s50_1 (5), clkbuf_4 (3) |
| Setup Skew | 0.191 ps |
| # Cells Yosys | 20 |
| Leak Pwr | 0.156 nW |
| Clock Sinks | 7 |
| Die Wd | 80 µm |
| Non-Filler Instances | 76 |
| FF-to-FF setup slack | 100 ps |
| Grt ovf | 0 |
| Max incr delay on CP | 430 ps |
| Postcts setup bufs | 0 |
| Total negative setup slack | 0 ps |
| Min cycle time layout | 1400 ps |
| Synth flops | 7 |
| Area Growth Syn to Fin | 48.7% |
| Max VDD drop | 230 µV |
| GRT Max-Usage Layer | met1 |
| First-pass GRT wire length | 828 µm |
| Worst-Skew Late Latency | 240 ps |
| Synth Instances | 20 |
| IO Count | 6 |
| Reg2reg start | counter[0] |
| Worst setup path start | counter[0] |
| Capturing point of the worst reg2reg path | counter[1] |
| WL/cell | 6.22 µm |
| # rows | 21 |
| Gr usage total | 1.59% |
| Share of cells above drive strength 1 | 16.7% |
| R2R depth | 3 |
| Yosys cell types | 13 |
| Yosys Chip Area | 290 µm² |
| Flop pwr share | 53.2% |
| Number of max-cap violations | 0 |
| M3 GR Usage | 1.14% |
| WHS | 615 ps |
| Hold Path Cell Cnt | 1 |
| Starting DRC count in detailed routing | 2 |
| Worst slew pin tran | 181 ps |
| CP delay by family, top | flip-flops |
| TritonCTS clock tree | yes |
| Crit-path cells | ha_1, and3_4, o21a_1 |
| CP Launch Type | flip-flop |
| Post-Synthesis Cell Area | 290 µm² |
| Largest net degree at the start of global routing | 7 |
| Pre-Repair DR Iteration Count | 4 |
| Met1 Use GR | 2.17% |
| Hold Crit Class | flip-flop to flip-flop |
==> final cells by class <==
type / instances / area (µm²)
multi-input combinational: 13 / 100
tap: 46 / 57.6
fill: 396 / 2980
sequential: 7 / 190
timing repair buffer: 6 / 57.6
clock buffer: 4 / 26.3
==> routing by layer <==
metal / share of wire (%) / wire (µm)
met5: 0 / 0
met4: 0 / 0
met1: 54 / 255
met2: 33 / 155
met3: 13 / 62
==> logic make-up after synthesis <==
group                    Yosys count  share of synthesized area [%]
AND/OR/NAND/NOR                    6                           14.7
XOR/XNOR                           2                           6.04
flip-flops                         7                           65.5
adder cells (fa/ha/maj)            1                           4.31
AND-OR/OR-AND                      4                           9.48
==> synthesized netlist by cell type <==
cell type | instances | area share, %
and3_1 | 1 | 2.2
nor2_1 | 1 | 1.3
dfxtp_1 | 2 | 14
edfxtp_1 | 5 | 52
xor2_1 | 2 | 6.0
ha_1 | 1 | 4.3
o21a_1 | 1 | 2.6
a21o_1 | 1 | 2.6
and3_4 | 1 | 3.9
and2_1 | 1 | 2.2
a31oi_1 | 2 | 4.3
nor2b_1 | 1 | 2.2
and3b_1 | 1 | 3.0
==> power by group through the flow <==
stage / Sequential (W) / Clock (W) / Combinational (W)
finish: 0.000224 / 0.000167 / 0.0000310
global route: 0.000225 / 0.000188 / 0.0000352
CTS: 0.000224 / 0.000176 / 0.0000313
==> flip-flops by register name, summed over array words and instances (netlist names) <==
register / flops
counter: 4
out: 1
out_fall: 1
out_rise: 1
==> how the worst max path moves through the flow <==
stage | cells past startpoint | end
CTS | 1 | out
global route | 1 | out
finish | 3 | counter[1]
==> per-stage QoR <==
| stage | total power [W] | utilization (%) | cell area [µm²] |
|---|---|---|---|
| 3_3_place_gp | 0.000259 | 11.9 | 405 |
| 3_5_place_dp | 0.000259 | 11.9 | 405 |
| 4_1_cts | 0.000432 | 12.6 | 432 |
| 6_report | 0.000422 | 12.6 | 432 |
| 5_1_grt | 0.000449 | 12.6 | 432 |
| 2_1_floorplan | 0.000244 | - | 290 |
Power figures rest on the tool's default switching activity, not on a simulated workload.
