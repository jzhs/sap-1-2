===== flow/config.mk =====
export PLATFORM = sky130hd
export DESIGN_NAME = memory
export DESIGN_NICKNAME = memory
export VERILOG_FILES = /design/flow/design.v
export SDC_FILE = /design/flow/constraint.sdc
export NUM_CORES = 4
export LEC_CHECK = 1
export CORE_UTILIZATION = 40

===== flow/constraint.sdc =====
current_design memory

set clk_period 1.9
set clk_io_pct 0.2

create_clock -name clk0 -period $clk_period [get_ports {sysclk}]

set non_clock_inputs [all_inputs -no_clocks]
set_input_delay [expr $clk_period * $clk_io_pct] -clock clk0 $non_clock_inputs
set_output_delay [expr $clk_period * $clk_io_pct] -clock clk0 [all_outputs]

===== flow/design.v =====
`default_nettype none 
module memory(
  input wire sysclk,
  input wire clken,
  input wire write,
  input	wire [3:0] adr,
  input	wire [7:0] data_in,
  output reg [7:0] value
);
reg [7:0] mem [0:15];
initial begin 
  mem[0] = 8'b0000_1001;   
  mem[1] = 8'b0001_1010;   
  mem[2] = 8'b0010_1011;   
  mem[3] = 8'b1110_0000;   
  mem[4] = 8'b1111_0000;   
  mem[5] = 8'b00010100;
  mem[6] = 8'b00000101;
  mem[7] = 8'b00000110;
  mem[8] = 8'b00000111;
  mem[9] = 8'b00001111;    
  mem[10] = 8'b00001110;   
  mem[11] = 8'b00000001;   
end
always @(posedge sysclk) 
begin
  if (clken) begin
   if (write) begin
     mem[adr] <= data_in;   
   end
  end
  value <= mem[adr];
end
endmodule

===== flow/run.sh =====
#!/bin/bash
# OpenROAD 26Q1-2900-gdf79404cd8, Yosys 0.63+post, stock flow scripts
make -C /OpenROAD-flow-scripts/flow DESIGN_CONFIG=/design/flow/config.mk WORK_HOME=/design/flow/orfs finish

==> results.json <==
{
  "cp.required_ps": 2020,
  "route.antenna.remaining_nets": 0,
  "drt_first_iter_violations": 98,
  "met3_usage_pct": 11.2,
  "finalWeightedCongestion": 0.793,
  "synth_flops": 136,
  "p_int_mw": 5.35,
  "grt_met2_use_pct": 24.5,
  "tritoncts_num_sinks": 136,
  "met1_grt_util_pct": 24.7,
  "maxClockFrequency_mhz": 586,
  "post_detailed_route_drc_marker_count": 0,
  "fin_crit_sh_pct": 89.9,
  "number_of_gates_given_a_new_drive_strength_after_cts": 0,
  "pin_count_of_the_biggest_net_entering_global_routing": 17,
  "placed_cells": 455,
  "post_drt_wl_per_cell_microns": 19.3,
  "cts_root_buf": "clkbuf_16",
  "core_box_area_sq_um": 12600,
  "chip_area_sq_um": 13300,
  "grt.busiest_layer": "met1",
  "synth_stat.cells": 233,
  "sum_of_overflow_across_all_layers_after_global_routing": 0,
  "layout_top_cell_excl_fill_tap": "edfxtp_1",
  "critical_path_class": "in -> reg",
  "drtPass1Iterations": 4,
  "power.clock.fraction_pct": 45.2,
  "rsz_0062_raised_after_global_routing": "no",
  "drt-vias-per-instance": 5.14,
  "critical-path-slowest-cell": "or3_1",
  "synth-area-yosys_sq_um": 5150,
  "netSwitchingPower_mw": 1.37,
  "hpwlAfterDp_mm": 6.67,
  "dpl_cell_area_sq_um": 5880,
  "worst-slew-pin-transition_ps": 685,
  "first_global_vias": 2744,
  "power.leakage_nw": 2.18,
  "number_of_buffers_on_the_longest_clock_path": 2,
  "insertedDiodeCount": 0,
  "cellPowerDensity_nw_per_um2": 1040,
  "synth.lib_cells_used.distinct": 19,
  "whs_ps": 672,
  "seqPwrFrac_pct": 49.8,
  "hold_path_class": "reg -> reg",
  "top_cells_excl_fill_tap": "edfxtp_1 (128), buf_4 (37), clkdlybuf4s50_1 (21), clkbuf_16 (17)",
  "die.size.y_microns": 115,
  "io_buffer_count": 22,
  "cts_hold_buffers": 0,
  "crit_fanout": 16,
  "cts_inserted_buffers": 17,
  "synthesized_cell_area_sq_um": 5150,
  "maxSlewViolCount": 0,
  "post-cts-setup-buffers": 0,
  "timing.final.hold_violations": 0,
  "die-width_microns": 115,
  "clkSlewWorstSetupHoldPaths_ps": 60,
  "crit_chain": "clkdlybuf4s50_1 -> buf_12 -> or3_1 -> nor3_2 -> buf_4",
  "timing.critical_path.from_type": "primary input",
  "pin_count": 23,
  "final-setup-viol-count": 0,
  "layout-drive-gt1-share_pct": 29.5,
  "portion_of_total_power_attributed_to_combinational_logic_pct": 5.0,
  "tritoncts_clock_tree": "built",
  "drt-total-wl_mm": 9.40,
  "yosysSeqAreaShare_pct": 77.7,
  "finalCriticalPeriod_ps": 1710,
  "synth_warnings": 1,
  "dr_total_vias": 2504,
  "final.setup.tns_ps": 0,
  "initial_antenna_violation_count": 0,
  "log.warning_count": 25,
  "syn_inst": 233,
  "globalRouteTotalUtil_pct": 17.2,
  "outcome": "complete, no violations",
  "timing.critical_path.arrival_ps": 1830,
  "timing.max_slew.rel_slack_pct": 54.2,
  "fp_util_pct": 41.0,
  "avgSynthCellArea_sq_um": 22.1,
  "switching_share_pct": 20.4,
  "finalNonFillerCells": 487,
  "wire_length_of_the_first_global_routing_pass_mm": 15.0,
  "finClkSkew_ps": 6.31,
  "design_area_sq_um": 6450,
  "placement_rows": 41,
  "cp-end-kind": "register",
  "max_stage_delay_ps": 460,
  "clock_tree.htree_level_count": 4,
  "clkLatencyLatePin_ps": 410,
  "maxCapViolations": 0,
  "flow.area_growth_from_synthesis_pct": 25.1,
  "worst_ir_drop_vdd_mv": 0.781
}
-- power groups by stage --
stage     Combinational, mW  Clock [mW]  Sequential (mW)
6_report              0.336        3.04             3.35
5_1_grt               0.370        3.23             3.35
4_1_cts               0.342        3.10             3.35
-- path summary, 6_finish.rpt --
path	from	to	slack [ps]	depth (start not counted)
max	adr[1]	mem[0][0]	190	5
min	mem[11][3]	value[3]	670	3
max reg2reg	mem[8][4]	value[4]	450	3
min reg2reg	mem[11][3]	value[3]	670	3
-- cell families (layout without fill, tap and decap cells) --
family                 after synthesis  count (layout)  share of synthesized area [%]
buffers and inverters               13              95                           1.53
DFF                                136             136                           77.7
and+or+nand+nor                     36              36                           3.26
AOI/OAI and AO/OA                   16              16                           2.33
muxes                               32              32                           15.2
-- sequential cells by signal, summed over array words and instances (netlist names) --
signal	cells
value	8
mem	128
-- through the flow --
| step | power, mW | worst slack (ps) | util [%] |
|---|---|---|---|
| final | 6.72 | 192 | 51.3 |
| after CTS | 6.79 | 197 | 51.3 |
| after global placement | 3.75 | -224 | 46.8 |
| after global routing | 6.95 | 134 | 51.3 |
| after floorplan | 3.56 | 24.5 | - |
| after detailed placement | 3.75 | -233 | 46.8 |
-- layer usage --
metal / vias up / routed length, microns
met2: 133 / 4450
met3: 8 / 1200
met5: - / 0
li1: 1128 / -
met1: 1235 / 3630
met4: 0 / 115
-- synth_stat cells --
cell type | instances | area (sq um)
dfxtp_1 | 8 | 160
buf_8 | 1 | 15.0
edfxtp_1 | 128 | 3840
nand4b_1 | 2 | 17.5
buf_1 | 3 | 11.3
mux4_2 | 16 | 360
nand4_1 | 1 | 6.26
nor2_1 | 13 | 48.8
nor3_1 | 4 | 20.0
nor2b_1 | 2 | 12.5
mux4_1 | 16 | 420
and2_1 | 1 | 6.26
nand2b_1 | 2 | 12.5
nand2_1 | 10 | 37.5
buf_2 | 3 | 15.0
or3_1 | 1 | 6.26
clkbuf_1 | 4 | 15.0
a22oi_1 | 16 | 120
buf_6 | 2 | 22.5
-- area by class of cell --
cell class                 count  area, sq um
fill                         973         6120
sequential                   136         4000
multi-input combinational     84         1090
clock inverter                13          123
timing repair buffer          63          573
clock buffer                  19          443
tap                          172          215
-- worst max-delay path: cells and delay by family --
family / cells / cell delay (ps)
buffers and inverters: 3 / 800
AND/OR/NAND/NOR: 2 / 650
Power figures rest on the tool's default switching activity, not on a simulated workload.
